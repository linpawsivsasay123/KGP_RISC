--- /design/flow/config.mk ---
export PLATFORM = sky130hd
export DESIGN_NAME = Register_File
export DESIGN_NICKNAME = Register_File
export VERILOG_FILES = /design/flow/design.v
export SDC_FILE = /design/flow/constraint.sdc
export NUM_CORES = 4
export LEC_CHECK = 1
export CORE_UTILIZATION = 50
--- /design/flow/constraint.sdc ---
current_design Register_File

set clk_period 17.8
set clk_io_pct 0.2

create_clock -name clk0 -period $clk_period [get_ports {clk}]

set non_clock_inputs [all_inputs -no_clocks]
set_input_delay [expr $clk_period * $clk_io_pct] -clock clk0 $non_clock_inputs
set_output_delay [expr $clk_period * $clk_io_pct] -clock clk0 [all_outputs]
--- /design/flow/design.v ---
`timescale 1ns / 1ps
module Register_File(clk, rst, ReadRegister1, ReadRegister2, ReadData1, ReadData2, Write, WriteRegister, WriteData);
    input clk, rst; 
    input [4:0] ReadRegister1, ReadRegister2;
    output [31:0] ReadData1; 
    output [31:0] ReadData2;
    input Write; 
    input [4:0] WriteRegister; 
    input [31:0] WriteData;
    reg [31:0] Registers[31:0]; 
    assign ReadData1 = Registers[ReadRegister1];
    assign ReadData2 = Registers[ReadRegister2]; 
    always @(posedge clk or posedge rst) begin
        if(rst) begin
            Registers[0] = 0;
            Registers[1] = 0;
            Registers[2] = 0;
            Registers[3] = 0;
            Registers[4] = 0;
            Registers[5] = 0;
            Registers[6] = 0;
            Registers[7] = 0;
            Registers[8] = 0;
            Registers[9] = 0;
            Registers[10] = 0;
            Registers[11] = 0;
            Registers[12] = 0;
            Registers[13] = 0;
            Registers[14] = 0;
            Registers[15] = 0;
            Registers[16] = 0;
            Registers[17] = 0;
            Registers[18] = 0;
            Registers[19] = 0;
            Registers[20] = 0;
            Registers[21] = 0;
            Registers[22] = 0;
            Registers[23] = 0;
            Registers[24] = 0;
            Registers[25] = 0;
            Registers[26] = 0;
            Registers[27] = 0;
            Registers[28] = 0;
            Registers[29] = 0;
            Registers[30] = 0;
            Registers[31] = 0;
        end 
        else if(Write)
            Registers[WriteRegister] = WriteData;
    end
endmodule
--- /design/flow/run.sh ---
#!/bin/bash
# OpenROAD 26Q1-2900-gdf79404cd8, Yosys 0.63+post, stock flow scripts
make -C /OpenROAD-flow-scripts/flow DESIGN_CONFIG=/design/flow/config.mk WORK_HOME=/design/flow/orfs finish
==> flow_metrics.py <==
# Generated from Yosys and OpenROAD reports
metrics = {
    "outcome": {
        "status": "finished, final reports clean",
    },
    "placed_design": {
        "hpwlAfterDp_um": 154000,
        "portBuffers": 113,
        "detailed_place.area_um2": 54200,
        "dp.cells": 5641,
        "gpl.final_weighted_congestion": 1.08,
    },
    "synth": {
        "yosysChipArea_um2": 51100,
        "area_leaders": "dfrtp_1 (50%), mux2_2 (23%), a22oi_1 (12%), nand2_1 (2.0%), buf_2 (1.5%)",
        "dominant_register_cell": "dfrtp_1",
        "synth_largest_type_area_fraction_pct": 50.1,
        "async_reset_ff_share_pct": 100,
        "ys.warnings.count": 2,
        "synthesis.area_um2": 51100,
        "postSynthCellCount": 4392,
        "yosys_instances": 4392,
        "synth_sequential_area_ratio_pct": 50.1,
        "netlist.top_cell.by_area": "dfrtp_1",
        "ys_ff": 1024,
        "synth-edff-count": 0,
        "post_synth_num_cell_types": 60,
        "synth.avg_cell_area_um2": 11.6,
    },
    "layout": {
        "final_layout_size_suffix_gt1_share_pct": 33.6,
        "area.growth.synth_to_final_pct": 13.1,
        "instances_no_fill": 5849,
        "final_cell_area_um2": 57900,
        "largest_reg_flops": 1024,
    },
    "final_timing": {
        "finalWorstPathRequiredPeriod_ps": 11730,
        "report.final.hold_viol_count": 0,
        "worstMarginPinSlew_ps": 1160,
        "maxClockFrequency_ghz": 0.0852,
        "rsz_0062_raised_after_global_routing": "false",
        "share_of_the_clock_period_used_by_the_worst_path_after_layout_pct": 65.9,
        "final_tns_setup_ps": 0,
        "maxSlewViolCount": 0,
        "timing.max_slew.rel_slack_pct": 22.5,
        "setup-violations-final": 0,
        "hold-worst-slack_ps": 533,
        "clock-skew-final_ps": 0,
    },
    "pwr": {
        "post-layout-total-power_mw": 6.49,
        "worst_ir_drop_vdd_v": 0.0000881,
        "cellPowerDensity_nw_per_um2": 112,
        "p_leak_nw": 25.3,
    },
    "die": {
        "floorplan.die_area_um2": 104000,
        "core_area_um2": 101000,
        "dieWidth_um": 322,
        "die_height_um": 322,
        "core_util_floorplan_pct": 50.8,
        "std_cell_rows": 116,
        "io_pins": 114,
    },
    "route": {
        "routed_via_count": 44471,
        "route.detailed.wl_per_inst_um": 44.0,
        "antenna_violating_nets_remaining": 0,
        "drt_iter0_markers": 5808,
        "drc": 0,
        "routed_wirelength_um": 257000,
        "viasPerCell": 7.60,
        "detail_route.first_pass.iterations": 12,
    },
    "global_route": {
        "grt_pass1_vias": 43641,
        "track_usage_pct": 52.6,
        "overflow": 0,
        "grt_start_max_net_pins": 61,
        "grt_antenna_before_repair": 8,
        "grt_first_pass_wirelength_um": 354000,
    },
    "setup_path": {
        "crit_required_ps": 14240,
        "crit_path_max_fanout": 28,
        "ff2ff_path_depth": 1,
        "timing.critical_path.from_type": "input port",
        "worst-r2r-setup-slack_ps": 16840,
        "timing.critical_path.to_type": "primary output",
        "crit_path_category": "in2out",
        "worst_ep_arrival_time_ps": 8170,
    },
    "cts": {
        "holdBufCountCts": 0,
        "numCtsBuffers": 109,
        "cts_htree_levels": 3,
        "clockBufferDepth": 3,
        "clk_pin_slew_worst_paths_ps": 60,
        "root_buffer": "clkbuf_16",
        "late_pin_clk_latency_ps": 700,
        "cts_repair_resize_count": 0,
        "postCtsSetupRepairBufs": 0,
        "cts_tree": "yes",
        "cts.sinks": 1024,
    },
    "flow_run": {
        "warnings": 26,
        "max_capacitance_violation_count": 0,
    },
    "worst_hold_path": {
        "hold_path_depth": 1,
        "hold_path.class": "reg2reg",
    },
}
metal layers:
| layer | share of wire [%] | vias up | track usage, % | routed length (µm) |
|---|---|---|---|---|
| met3 | 18 | 1334 | 33.9 | 45100 |
| li1 | - | 16760 | - | - |
| met1 | 35 | 22335 | 68.1 | 90400 |
| met4 | 7.9 | 18 | 28.7 | 20400 |
| met5 | 0.13 | - | 2.84 | 322 |
| met2 | 39 | 4024 | 67.6 | 101000 |
final cells by class:
class                           instances  area [µm²]
Timing Repair Buffer                  323        2680
Sequential cell                      1024       25600
Inverter                               12        48.8
Antenna cell                           14        35.0
Fill cell                            8520       42900
Clock buffer                          166        3260
Clock inverter                         28         350
Multi-Input combinational cell       2925       24200
Tap cell                             1357        1700
where the power goes:
part / switching (mW) / internal, mW / leakage [nW]
clock network: 0.984 / 1.35 / 1.76
logic: 0.421 / 0.486 / 10.5
registers: 0.467 / 2.78 / 13.1
total: 1.87 / 4.62 / 25.3
cells in the mapped netlist (all sizes together) (11+ instances only):
| cell type | instances |
|---|---|
| mux2 | 1026 |
| dfrtp | 1024 |
| a31oi | 11 |
| a22o | 17 |
| nor2 | 174 |
| buf | 238 |
| clkbuf | 193 |
| a21oi | 104 |
| nand4 | 107 |
| a221oi | 14 |
| nand3 | 45 |
| a22oi | 838 |
| mux2i | 23 |
| a222oi | 20 |
| nor3 | 76 |
| inv | 12 |
| or3 | 16 |
| nor2b | 15 |
| nand2 | 273 |
| o21ai | 19 |
| nor4 | 35 |
worst max-delay path, stage by stage:
cell and delay [ps]:
clkdlybuf4s50_1 460, buf_4 420, nand2_1 670, nor2_4 1000, buf_4 590, a22oi_1 190, nand2_1 100, nor3_1 70
a21oi_1 480, clkdlybuf4s50_1 570
worst paths after layout:
kind                                      to         startpoint
max                            ReadData2[27]   ReadRegister2[3]
min                        Registers[20][31]  Registers[20][31]
max reg2reg                 Registers[9][31]   Registers[9][31]
min reg2reg                Registers[20][31]  Registers[20][31]
max in group asynchronous  Registers[24][11]                rst
min in group asynchronous  Registers[24][30]                rst
kinds of logic (layout without fill, tap and decap cells):
logic type / after synthesis / count (layout) / synth area share, %
AOI/OAI and AO/OA: 1076 / 1076 / 15.5
other: 0 / 14 / 0
and+or+nand+nor: 800 / 800 / 7.56
buffers and inverters: 443 / 529 / 3.83
muxes: 1049 / 1049 / 23.0
DFF: 1024 / 1024 / 50.1
placed cells by master (no fill, tap or decap), types with 23 or more instances in the layout:
| cell | instances |
|---|---|
| a21oi_1 | 104 |
| a22oi_1 | 838 |
| buf_4 | 210 |
| clkbuf_1 | 29 |
| clkbuf_16 | 112 |
| clkbuf_8 | 25 |
| clkdlybuf4s50_1 | 107 |
| dfrtp_1 | 1024 |
| mux2_2 | 1022 |
| mux2i_1 | 23 |
| nand2_1 | 259 |
| nand3_1 | 42 |
| nand4_1 | 107 |
| nor2_1 | 102 |
| nor2_4 | 71 |
| nor3_1 | 71 |
| nor4_1 | 34 |
per-stage QoR:
stage | worst slack (ps) | util, %
detailed placement | 6480 | 53.8
global placement | 6470 | 53.8
floorplan | 126 | -
CTS | 6420 | 57.4
finish | 6070 | 57.4
global route | 6200 | 57.4
Power is estimated from default activity; no workload was simulated.
