--- run.sh ---
#!/bin/bash
# OpenROAD 26Q1-2900-gdf79404cd8, Yosys 0.63+post, stock flow scripts
make -C /OpenROAD-flow-scripts/flow DESIGN_CONFIG=/design/flow/config.mk WORK_HOME=/design/flow/orfs finish
--- config.mk ---
export PLATFORM = sky130hd
export DESIGN_NAME = ALU_Module
export DESIGN_NICKNAME = ALU_Module
export VERILOG_FILES = /design/flow/design.v
export SDC_FILE = /design/flow/constraint.sdc
export NUM_CORES = 4
export LEC_CHECK = 1
export CORE_UTILIZATION = 40
--- constraint.sdc ---
current_design ALU_Module

set clk_period 22.0
set clk_io_pct 0.2

create_clock -name clk0 -period $clk_period

set non_clock_inputs [all_inputs -no_clocks]
set_input_delay [expr $clk_period * $clk_io_pct] -clock clk0 $non_clock_inputs
set_output_delay [expr $clk_period * $clk_io_pct] -clock clk0 [all_outputs]
--- design.v ---
`timescale 1ns / 1ps
module ALU_Module(A, B, ShiftAmount, ALUOps, Output, Carry_Out, FlagZero, FlagSign, FlagEqual);
    input [31:0] A;
    input [31:0] B;
    input [4:0] ShiftAmount; 
    output reg [31:0] Output; 
    output reg Carry_Out; 
    input [3:0] ALUOps;
    output FlagZero, FlagSign, FlagEqual; 
    wire [31:0] OutputA, OutputAdd, OutputAnd, OutputXor, OutputShift, OutputDiff; 
    wire Equal; 
	 wire cout, equal; 
    wire [31:0] B_Inverse, A_1; 
    assign B_Inverse = ~B; 
    assign A_1 = 32'd1;
    reg [31:0] SelectA, SelectB; 
	 reg [4:0] shamt; 
    always @(*) begin   
        if(ALUOps == 4'b1111) begin
            SelectA <= A_1; 
            SelectB <= B_Inverse; 
        end
        else if(ALUOps == 4'b0000 | ALUOps == 4'b0001 | ALUOps == 4'b0010) begin  
            SelectA <= A; 
            SelectB <= ShiftAmount; 
				shamt <= ShiftAmount; 
        end 
        else begin
            SelectA <= A; 
            SelectB <= B; 
				shamt <= B[4:0]; 
        end
    end
    assign OutputA = SelectA; 
    assign OutputAnd = SelectA & SelectB; 
    assign OutputXor = SelectA ^ SelectB; 
	 Adder_Module Adder(SelectA, SelectB, OutputAdd, cout);
    Shift_Module Shifter(SelectA, shamt, OutputShift, ALUOps[1], ALUOps[0]);
    Diff_Module Differ(OutputXor, OutputDiff, equal);
    always @(*) begin 
        if(ALUOps[3] == 0)
            Output <= OutputShift; 
        else if(ALUOps == 4'b1000)
            Output <= OutputAnd; 
        else if(ALUOps == 4'b1001)
            Output <= OutputXor; 
        else if(ALUOps == 4'b1011)
            Output <= OutputDiff; 
        else if(ALUOps == 4'b1010)begin
            Output <= OutputAdd; 
				Carry_Out = cout;
				end
        else if(ALUOps == 4'b1111)
            Output <= OutputAdd; 
        else if(ALUOps == 4'b1110)
            Output <= OutputA; 
		  else 
				Output <= OutputA; 
    end
    assign FlagZero = (Output == 32'b0);
	 assign FlagSign = Output[31];
	 assign FlagEqual = equal; 
endmodule
`timescale 1ns / 1ps
module Adder_Module(A, B, Sum, Carry_Out);
    input [31:0] A;
    input [31:0] B;
    output [31:0] Sum; 
    output Carry_Out; 
    wire CarryIn1;
    wire CarryOut1;
    assign CarryIn1 = 0; 
    wire useless; 
    CLA_16_Bit Add1(.A(A[15:0]), .B(B[15:0]), .C_in(CarryIn1), .S(Sum[15:0]), .C_out(CarryOut1), .Block_G(useless), .Block_P(useless));    
    CLA_16_Bit Add2(.A(A[31:16]), .B(B[31:16]), .C_in(CarryOut1), .S(Sum[31:16]), .C_out(Carry_Out), .Block_G(useless), .Block_P(useless));    
endmodule
`timescale 1ns / 1ps
module CLA_16_Bit(A, B, C_in, S, C_out, Block_P, Block_G);
    input [15:0] A, B; 
    input C_in; 
    output [15:0] S; 
    output C_out, Block_P, Block_G; 
	wire [3:0] carry;  
	wire [3:0] wireP, wireG;  
	CLA_4_Bit cla0(.A(A[3:0]), .B(B[3:0]), .C_in(C_in), .S(S[3:0]), .Block_P(wireP[0]), .Block_G(wireG[0]));
	CLA_4_Bit cla1(.A(A[7:4]), .B(B[7:4]), .C_in(carry[0]), .S(S[7:4]), .Block_P(wireP[1]), .Block_G(wireG[1]));
	CLA_4_Bit cla2(.A(A[11:8]), .B(B[11:8]), .C_in(carry[1]), .S(S[11:8]), .Block_P(wireP[2]), .Block_G(wireG[2]));
	CLA_4_Bit cla3(.A(A[15:12]), .B(B[15:12]), .C_in(carry[2]), .S(S[15:12]), .Block_P(wireP[3]), .Block_G(wireG[3]));
	Look_Ahead_Carry_Unit lcu(.inBlockP(wireP), .inBlockG(wireG), .C_in(C_in), .Carry(carry), .Block_P(Block_P), .Block_G(Block_G));
	assign C_out = carry[3];
endmodule
`timescale 1ns / 1ps
module CLA_4_Bit(A, B, C_in, S, Block_P, Block_G);
	input [3:0] A, B;
	input C_in; 
	output [3:0] S;
	output Block_P, Block_G; 
	wire [3:0] G_wire, P_wire, C_wire;
	assign G_wire = A & B;
	assign P_wire = A ^ B; 
	assign C_wire[0] = C_in;
	assign C_wire[1] = G_wire[0] | (P_wire[0] & C_wire[0]);
	assign C_wire[2] = G_wire[1] | (P_wire[1] & G_wire[0]) | (P_wire[1] & P_wire[0] & C_wire[0]);
	assign C_wire[3] = G_wire[2] | (P_wire[2] & G_wire[1]) | (P_wire[2] & P_wire[1] & G_wire[0]) | (P_wire[2] & P_wire[1] & P_wire[0] & C_wire[0]);
	assign S = P_wire ^ C_wire;
	assign Block_P = P_wire[3] & P_wire[2] & P_wire[1] & P_wire[0];
	assign Block_G = G_wire[3] | (P_wire[3] & G_wire[2]) | (P_wire[3] & P_wire[2] & G_wire[1]) | (P_wire[3] & P_wire[2] & P_wire[1] & G_wire[0]);
endmodule
`timescale 1ns / 1ps
module Diff_Module(Input, Output, Equal); 
    input [31:0] Input;
    output reg [31:0] Output; 
    output reg Equal; 
    wire [31:0] InputMinus1; 
    assign InputMinus1 = Input - 1;
    wire [31:0] InputMinus1XORInput; 
    wire [31:0] InputAndInputMinus1XORInput; 
    assign InputMinus1XORInput = InputMinus1 ^ Input; 
    assign InputAndInputMinus1XORInput = Input & InputMinus1XORInput;
    always @(*) begin
        case(InputAndInputMinus1XORInput)
            32'b00000000000000000000000000000001 : Output <= 0;
            32'b00000000000000000000000000000010 : Output <= 1;
            32'b00000000000000000000000000000100 : Output <= 2;
            32'b00000000000000000000000000001000 : Output <= 3;
            32'b00000000000000000000000000010000 : Output <= 4;
            32'b00000000000000000000000000100000 : Output <= 5;
            32'b00000000000000000000000001000000 : Output <= 6;
            32'b00000000000000000000000010000000 : Output <= 7;
            32'b00000000000000000000000100000000 : Output <= 8;
            32'b00000000000000000000001000000000 : Output <= 9;
            32'b00000000000000000000010000000000 : Output <= 10;
            32'b00000000000000000000100000000000 : Output <= 11;
            32'b00000000000000000001000000000000 : Output <= 12;
            32'b00000000000000000010000000000000 : Output <= 13;
            32'b00000000000000000100000000000000 : Output <= 14;
            32'b00000000000000001000000000000000 : Output <= 15;
            32'b00000000000000010000000000000000 : Output <= 16;
            32'b00000000000000100000000000000000 : Output <= 17;
            32'b00000000000001000000000000000000 : Output <= 18;
            32'b00000000000010000000000000000000 : Output <= 19;
            32'b00000000000100000000000000000000 : Output <= 20;
            32'b00000000001000000000000000000000 : Output <= 21;
            32'b00000000010000000000000000000000 : Output <= 22;
            32'b00000000100000000000000000000000 : Output <= 23;
            32'b00000001000000000000000000000000 : Output <= 24;
            32'b00000010000000000000000000000000 : Output <= 25;
            32'b00000100000000000000000000000000 : Output <= 26;
            32'b00001000000000000000000000000000 : Output <= 27;
            32'b00010000000000000000000000000000 : Output <= 28;
            32'b00100000000000000000000000000000 : Output <= 29;
            32'b01000000000000000000000000000000 : Output <= 30;
            32'b10000000000000000000000000000000 : Output <= 31;
        endcase
        if (InputAndInputMinus1XORInput == 32'd0)
            Equal <= 1;
        else
            Equal <= 0;
    end
endmodule
`timescale 1ns / 1ps
module Look_Ahead_Carry_Unit(inBlockP, inBlockG, C_in, Carry, Block_P, Block_G);
	input [3:0] inBlockP, inBlockG; 
	input C_in; 
	output [3:0] Carry; 
	output Block_P, Block_G; 
	assign Carry[0] = inBlockG[0] | (inBlockP[0] & C_in);
	assign Carry[1] = inBlockG[1] | (inBlockP[1] & inBlockG[0]) | (inBlockP[1] & inBlockP[0] & C_in);
	assign Carry[2] = inBlockG[2] | (inBlockP[2] & inBlockG[1]) | (inBlockP[2] & inBlockP[1] & inBlockG[0]) | (inBlockP[2] & inBlockP[1] & inBlockP[0] & C_in);
	assign Carry[3] = inBlockG[3] | (inBlockP[3] & inBlockG[2]) | (inBlockP[3] & inBlockP[2] & inBlockG[1]) | (inBlockP[3] & inBlockP[2] & inBlockP[1] & inBlockG[0]) | (inBlockP[3] & inBlockP[2] & inBlockP[1] & inBlockP[0] & C_in);
	assign Block_P = inBlockP[3] & inBlockP[2] & inBlockP[1] & inBlockP[0];
	assign Block_G = inBlockG[3] | (inBlockP[3] & inBlockG[2]) | (inBlockP[3] & inBlockP[2] & inBlockG[1]) | (inBlockP[3] & inBlockP[2] & inBlockP[1] & inBlockG[0]);
endmodule
`timescale 1ns / 1ps
module Shift_Module(Input, Shift_Amount, Output, Type, Direction);
    input [31:0] Input; 
    input [4:0] Shift_Amount; 
    output reg [31:0] Output; 
    input Type; 
    input Direction;
    always @(*) begin
        if(Type == 0) begin
            if(Direction == 0)
                Output = Input << Shift_Amount;
            else
                Output = Input >> Shift_Amount;
        end
        else
            Output = Input >>> Shift_Amount;
    end
endmodule
==> impl_metrics.json <==
{
  "drive_gt1_frac": 0.123,
  "rsz0062_at_grt": "no",
  "syn2layout_area_growth_pct": 12.2,
  "hpwlAfterDp_um": 35600,
  "endpoint_kind": "output pin",
  "unclocked_pins": 11,
  "crit_fanout": 32,
  "routed_via_density": 7.21,
  "simple_gate_area_frac": 0.235,
  "antenna_cells": 0,
  "detail-route-antenna-nets": 0,
  "postCtsSetupRepairBufs": 0,
  "ys_ff": 11,
  "grt_overflow": 0,
  "dp.cells": 1539,
  "hold_viol_final": 0,
  "final.setup.tns_ns": 0,
  "grt_pass1_wl_um": 67900,
  "wl_met3_um": 6070,
  "hold_path.class": "input port to output pin",
  "unconstrained_endpoints": 12,
  "fp_util": 0.409,
  "drtPass1Iterations": 5,
  "lay_top_cells": "nor2_1 (123), clkdlybuf4s50_1 (108), a21oi_1 (90)",
  "grt_pass1_vias": 10057,
  "drtIter0Drc": 1375,
  "synthFlopType": "dlxtn_1",
  "ctsHoldBuffers": 0,
  "setup_viol": 0,
  "synth_cell_types": 84,
  "dr.max_layer_used": "met4",
  "tool_warnings": 32,
  "rows": 54,
  "die_h_um": 152,
  "cp.required_ns": 17.60,
  "chipArea_um2": 23000,
  "die_x_um": 152,
  "yosysTopAreaCellShare": 0.123,
  "cp-start-kind": "input port",
  "powerDensity_nw_per_um2": 24.0,
  "edf_count": 0,
  "met2_length_um": 19400,
  "timing.final.crit_share": 0.747,
  "startpoint": "ALUOps[2]",
  "p_leak_nw": 3.69,
  "ir_worst_vdd_uv": 19.6,
  "track_usage": 0.421,
  "vias": 11096,
  "logic_family": "AND-OR/OR-AND gates",
  "fp.coreArea_um2": 21900,
  "io_pins": 109,
  "whs_path_depth": 6,
  "relSlewSlack": 0.358,
  "synth_area_per_cell_um2": 7.12,
  "endpoint": "FlagZero",
  "finalNonFillerCells": 1539,
  "synth_area_leader_cell": "mux4_2",
  "place_congestion": 1.09,
  "final_common_cell": "nor2_1",
  "antenna_found_initial": 0,
  "critical_path_arrival_ns": 12.02,
  "port_buffers": 109,
  "drv_cap": 0,
  "met1Wirelength_um": 19600,
  "status": "finished, final reports clean",
  "slew_violations": 0,
  "ctsResizeCount": 0,
  "synthTopCellsByArea": "mux4_2 (12%), mux2i_1 (6.4%), mux2_2 (5.3%), nor2_1 (5.2%), a21oi_1 (5.0%)",
  "fmax_mhz": 60.9,
  "grt_max_degree": 57,
  "hold_slack_ns": 9.81,
  "drc": 0,
  "avgRoutedWirePerCell_um": 30.7,
  "routed_wl_um": 47200,
  "fin_crit_ns": 16.42,
  "ys_cells": 1257,
  "synthCells": 1257,
  "aoi_share": 0.310,
  "worst_pin_slew_ns": 0.954,
  "critPathKind": "input port to output pin",
  "ys_sh_xor": 0.0362,
  "yosys_warnings": 3,
  "yosys_area_um2": 8950,
  "ys_async_sr_fraction": 0,
  "syn_area_um2": 8950,
  "synthMuxAreaShare": 0.251,
  "ys_sh_adder": 0.0626
}
cell type report:
| cell class | instances | area, um^2 |
|---|---|---|
| Sequential cell | 11 | 171 |
| Fill cell | 2264 | 11900 |
| Inverter | 34 | 128 |
| Multi-Input combinational cell | 1067 | 8020 |
| Timing Repair Buffer | 147 | 1370 |
| Tap cell | 280 | 350 |
cells in the mapped netlist, types with 31 or more instances:
library cell / number
nor2_1: 123
nor3_1: 42
and2_1: 36
xnor2_1: 32
nand2_1: 80
o22ai_1: 33
ha_1: 32
o21ai_0: 80
a21oi_1: 90
mux2i_1: 57
inv_1: 31
nand3_1: 40
mux2_2: 42
clkbuf_1: 90
mux4_2: 49
routing by layer:
layer	up-vias	GRT usage
met5	-	0.00682
met3	110	0.121
met4	0	0.154
li1	4822	-
met1	5365	0.612
met2	799	0.592
metrics by stage:
step	util	worst slack (ns)	area [um^2]	total power, W
CTS	0.459	5.70	10000	0.000235
floorplan	-	7.08	8950	0.000143
global placement	0.459	5.85	10000	0.000236
global route	0.459	5.23	10000	0.000257
finish	0.459	5.58	10000	0.000241
detailed placement	0.459	5.72	10000	0.000233
sequential cells by signal, indices dropped and copies added, names as in the netlist:
name and count:
Differ.Output 5, Carry_Out 1, shamt 5
worst min path at each step:
| stage | start | end | slack [ns] |
|---|---|---|---|
| finish | ALUOps[3] | Output[16] | 9.81 |
| global route | ALUOps[3] | Output[16] | 9.89 |
| CTS | ALUOps[3] | Output[16] | 9.81 |
power breakdown:
| part | internal, W | switching [W] |
|---|---|---|
| Combinational | 0.0000967 | 0.000142 |
| Clock | 0 | 0 |
| Sequential | 0.00000220 | 0.000000515 |
| Total | 0.0000989 | 0.000143 |
worst max-delay path, stage by stage:
cell and delay, ns:
clkdlybuf4s50_1 0.40, buf_4 0.23, inv_1 0.46, and3_1 0.24
buf_4 0.35, mux2_2 0.40, nor2_1 0.09, a21oi_1 0.06
ha_1 0.45, o21ai_0 0.17, o21ba_2 0.30, o22ai_1 0.35
o221ai_1 0.26, o31ai_1 0.44, fa_1 0.47, mux2i_1 0.14
a211o_1 0.14, a21oi_1 0.08, or4_1 0.54, or4b_1 0.53
or4_1 0.41, or4_1 0.46, nor4_2 0.14, clkdlybuf4s50_1 0.49
cell families after synthesis:
logic type | count (synthesis)
latches | 11
xor+xnor | 37
buf+inv | 179
fa+ha+maj | 40
simple gates | 423
mux | 153
compound gates | 414
Power is estimated from default activity; no workload was simulated.
