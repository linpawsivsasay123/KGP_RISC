==> design.v <==
`timescale 1ns / 1ps
module MUX_3X1_32B(Input1, Input2, Input3, Select, Output);
    input [31:0] Input1, Input2, Input3; 
    input [1:0] Select; 
    output reg [31:0] Output; 
    always @(*) begin
        if(Select == 2'b00)
            Output <= Input1;
        else if(Select == 2'b01)
            Output <= Input2;
        else
            Output <= Input3;
    end
endmodule
==> run.sh <==
#!/bin/bash
# OpenROAD 26Q1-2900-gdf79404cd8, Yosys 0.63+post, stock flow scripts
make -C /OpenROAD-flow-scripts/flow DESIGN_CONFIG=/design/flow/config.mk WORK_HOME=/design/flow/orfs finish
==> config.mk <==
export PLATFORM = sky130hd
export DESIGN_NAME = MUX_3X1_32B
export DESIGN_NICKNAME = MUX_3X1_32B
export VERILOG_FILES = /design/flow/design.v
export SDC_FILE = /design/flow/constraint.sdc
export NUM_CORES = 4
export LEC_CHECK = 1
export CORE_AREA = 10 10 78 78
export DIE_AREA = 0 0 88 88
==> constraint.sdc <==
current_design MUX_3X1_32B

set clk_period 4.3
set clk_io_pct 0.2

create_clock -name clk0 -period $clk_period

set non_clock_inputs [all_inputs -no_clocks]
set_input_delay [expr $clk_period * $clk_io_pct] -clock clk0 $non_clock_inputs
set_output_delay [expr $clk_period * $clk_io_pct] -clock clk0 [all_outputs]
==> impl_metrics.toml <==
# generated from flow reports
[synthesis]
ys_warn_count = 1
synth.distinct_cells = 8
synth_cells = 107
yosysSeqAreaShare_pct = 0
synth_area_per_cell_sq_um = 6.68
syn_area_sq_um = 714
ys_cells = 107
yosys_area_sq_um = 714

[placement]
hpwl_um = 3750
dp.cells = 280
gp_congestion = 0.738
portBuffers = 130

[global_route]
grt_pass1_wl_um = 6130
grt_antenna_before_repair = 0
grt_use_total_pct = 9.74
grt_pass1_vias = 1102
grt_max_degree = 65
overflow = 0

[power]
p_int_uw = 145
ir_drop_v = 0.0000457
comb_power_share_pct = 100.0
swShare_pct = 25.1
cellPowerDensity_mw_per_mm2 = 96.3
pwr-share-seq_pct = 0
p_leak_uw = 0.000831
p_switching_uw = 48.4
clkPwrFrac_pct = 0

[setup_path]
critPathTopFamily = "buffers and inverters"
path_cells = "buf_2, buf_12, mux2i_1, o21ai_1, clkdlybuf4s50_1"
crit_arrival_ps = 2270
worstPathRequired_ps = 3440
critical_path_buf_inv_count = 3
crit_fanout = 17
endpoint = "Output[12]"
startpoint = "Select[0]"
worstSetupPathType = "input pin to output pin"
critPathCaptureType = "output pin"
critPathLaunchType = "input pin"
slowest_delay_ps = 410
cp_num_cells = 5
cpMaxStageDelayCell = "buf_2"

[floorplanning]
fp.dieW_um = 88
core_region_area_sq_mm = 0.00441
chipArea_sq_mm = 0.00774
die_h_um = 88
fp_util_pct = 16.2
rows = 24
io_pins = 130

[timing]
worstMarginPinSlew_ps = 509
finalSetupTns_ps = 0
grt_setup_unrepaired = "no"
setup_viol = 0
slew_violations = 0
hold_viol = 0
fmax_ghz = 0.319
max-slew-margin-rel_pct = 66.1
post-route-min-period_ps = 3130
fin_crit_sh_pct = 72.8

[routing]
wirelength_um = 4310
diodes = 0
drt_iter0_drc = 22
drc = 0
first_pass_iters = 4
via_per_inst = 4.04
vias = 1130
ant_nets = 0
detail_route.wl_per_cell_um = 15.4

[final_layout]
clkbuf_count = 0
instances_no_fill = 280
comb_area_sq_um = 608
syn_to_final_growth_pct = 181
layout.cells.most_common = "clkdlybuf4s50_1"
fin_util_pct = 45.4
seq_area_sq_um = 0
final_cell_mix = "clkdlybuf4s50_1, mux2i_1, nand2_1, o21ai_1"
ff_count = 0
drive_above_1_share_pct = 2.63
nFillCells = 427

[job]
max_cap_viol_count = 0
warning_count = 32

[clock_tree]
cts.repair.resized = 0
hold_buffers = 0
post_cts_buffers = 0

[min_path]
hold_class = "input pin to output pin"
min_path_cells = 5

[run_status]
status = "completed"
-- through the flow --
| step | hold WS, ps | instance area, sq um | setup slack [ps] | power (uW) |
|---|---|---|---|---|
| floorplan | 1780 | 714 | 2080 | 53.9 |
| detailed placement | 2570 | 2000 | 1120 | 195 |
| CTS | 2570 | 2000 | 1110 | 196 |
| global route | 2590 | 2000 | 1060 | 210 |
| global placement | 2570 | 2000 | 1120 | 196 |
| finish | 2560 | 2000 | 1170 | 193 |
-- layout make-up --
class | count | area share [%]
Timing Repair Buffer | 132 | 66.4
Tap cell | 52 | 3.25
Multi-Input combinational cell | 96 | 30.3
-- synth_stat cells, drive strengths merged --
library cell	n	area share, %
nand2	32	17
mux2i	32	45
o21ai	32	23
buf	11	15
-- cell families after synthesis --
logic type	after synthesis	synth area share, %
multiplexers	32	44.8
AND/OR/NAND/NOR	32	16.8
AND-OR/OR-AND	32	23.5
buffers and inverters	11	14.9
-- worst min-delay path, delay by kind of cell --
| family | cells | cell delay (ps) |
|---|---|---|
| AND/OR/NAND/NOR | 1 | 80 |
| AND-OR/OR-AND | 1 | 50 |
| buffers and inverters | 3 | 700 |
-- power by group through the flow --
| stage | sequential [uW] | clock (uW) | combinational, uW |
|---|---|---|---|
| 6_report | 0 | 0 | 193 |
| 5_1_grt | 0 | 0 | 210 |
| 4_1_cts | 0 | 0 | 196 |
-- how the worst min path moves through the flow --
stage	slack, ps	from	end
finish	2560	Select[1]	Output[18]
global route	2590	Select[1]	Output[18]
CTS	2570	Select[1]	Output[18]
-- routing by layer --
metal | global-route usage (%) | up-vias | wire [um]
li1 | - | 617 | -
met1 | 11.6 | 447 | 1710
met2 | 17.3 | 66 | 2060
met3 | 3.55 | 0 | 546
met4 | 0 | 0 | 0
met5 | 0 | - | 0
Power and IR drop assume default switching activity.
